--- ./config.mk ---
export PLATFORM = sky130hd
export DESIGN_NAME = processor
export DESIGN_NICKNAME = processor
export VERILOG_FILES = /design/flow/design.v
export SDC_FILE = /design/flow/constraint.sdc
export NUM_CORES = 4
export LEC_CHECK = 1
export CORE_UTILIZATION = 50
--- ./constraint.sdc ---
current_design processor

set clk_period 13.1
set clk_io_pct 0.2

create_clock -name clk0 -period $clk_period [get_ports {SW}]

set non_clock_inputs [all_inputs -no_clocks]
set_input_delay [expr $clk_period * $clk_io_pct] -clock clk0 $non_clock_inputs
set_output_delay [expr $clk_period * $clk_io_pct] -clock clk0 [all_outputs]
--- ./design.v ---
module display(a,b,c,d,s0,s1,s2,s3,s4,s5,s6);
	input a,b,c,d;
	output s0,s1,s2,s3,s4,s5,s6;
	assign s0= !((!a&c) | (a&!d) | (!b&!d) | (b&c) | (a&!b&!c) | (!a&b&d));
	assign s1= !((!a&!b) | (!b&!c) | (!b&!d) | (!a&c&d) | (!a&!c&!d) | (a&!c&d));
	assign s2= !((!a&b) | (!c&d) | (a&!b) | (!b&!c) | (!b&d));
	assign s3= !((a&!c) | (!b&!c&!d) | (b&!c&d) | (a&!b&d) | (!a&!b&c) | (!a&c&!d) | (b&c&!d));
	assign s4= !((a&b) | (c&!d) | (a&c) | (!b&!d));
	assign s5= !((!c&!d) | (a&!b) | (a&c) | (!a&b&!c) | (b&c&!d));
	assign s6= !((a&!b) | (c&!d) | (a&c) | (!b&c) | (!a&b&!c) | (b&!c&d));
endmodule
module hifen(s0,s1,s2,s3,s4,s5,s6);
	output s0,s1,s2,s3,s4,s5,s6;
	assign s0 = 1'b1;
	assign s1 = 1'b1;
	assign s2 = 1'b1;
	assign s3 = 1'b1;
	assign s4 = 1'b1;
	assign s5 = 1'b1;
	assign s6 = 1'b0;
endmodule
module proc(Clock,Reset,Run,data,Done,reg_A,reg_B,contentA,contentB,memoryB,Gtmp,curr_stage,stage,out);
	input Reset, Clock, Run;
	output reg Done;  
	input [15:0]data;
	output reg [2:0]  reg_A;
	output reg [15:0] contentA;
	output reg [15:0] contentB;
	output reg [15:0] memoryB;
	output reg [2:0]  reg_B;
	output reg [1:0]  curr_stage;  
	output reg [15:0]out;
	output reg [3:0]stage;
	reg [15:0] InstructionMemory [15:0];  
	reg [15:0] RegisterBank [7:0];  
	reg [15:0] DataMemory [7:0];  
	reg [15:0] instruction;  
	reg [3:0]  instructionIndex; 
	reg [3:0]  pc;  
	reg [5:0]  imediate;
	reg [15:0] tmpreg;
	output reg [15:0] Gtmp;
	reg [15:0] memory_data;  
	integer i;
	reg Clear;
	initial begin
		InstructionMemory[0]  = 16'b0000_001_010_000000; 
		InstructionMemory[1]  = 16'b0001_010_000_000101; 
		InstructionMemory[2]  = 16'b0010_010_011_000000; 
		InstructionMemory[3]  = 16'b0011_100_011_000000; 
		InstructionMemory[4]  = 16'b0100_001_001_000000; 
		InstructionMemory[5]  = 16'b0101_000_100_000001; 
		InstructionMemory[6]  = 16'b0101_111_011_000001; 
		InstructionMemory[7]  = 16'b1001_000_100_000000; 
		InstructionMemory[8]  = 16'b0001_001_000_000001; 
		InstructionMemory[9]  = 16'b1010_011_001_000000; 
		InstructionMemory[10] = 16'b0010_110_000_000000; 
		InstructionMemory[11] = 16'b0010_110_001_000000; 
		InstructionMemory[12] = 16'b0000_001_000_000001; 
		InstructionMemory[13] = 16'b0000_001_000_000001; 
		InstructionMemory[14] = 16'b0000_001_000_000001; 
		InstructionMemory[15] = 16'b0000_001_000_000001; 
		for(i=0;i<8;i=i+1) begin
			RegisterBank[i] = i;
			DataMemory[i] = i;
		end	
		pc = 4'b0000; 
		Done = 1'b0;
		curr_stage = 2'b00;
		Gtmp = 0;
		tmpreg = 0;
		stage = 4'b0000;
	end
	always @(posedge Clock) begin
		if (Run) begin
			if (Reset) begin
				for(i=0;i<8;i=i+1) begin
					RegisterBank[i] = i;
					DataMemory[i] = i;
				end
				pc = 4'b0000; 
				Done = 1'b0;
				curr_stage = 2'b00;
				Gtmp = 0;
				tmpreg = 0;
			end
			if(Done) begin
				pc = pc + 1'b1;
				Done = 1'b0;
				curr_stage = 2'b00;
				if (pc == 4'b1111) begin
					pc = 4'b0000;
				end
			end
			case (curr_stage)
				2'b00:  
				begin
					stage = 4'b1000;
					instruction = InstructionMemory[pc];
					instructionIndex = instruction[15:12];
					reg_A = instruction[11:9];
					reg_B = instruction[8:6];
					imediate = instruction[5:0];
					contentA = RegisterBank[reg_A];
					contentB = RegisterBank[reg_B];
					memoryB = DataMemory[contentB];
				end
				2'b01:begin  
				stage = 4'b0100;
				case (instructionIndex)
					4'b0000:  
					begin
						RegisterBank[reg_A] = RegisterBank[reg_B];
						Done = 1'b1;
						contentA = RegisterBank[reg_A];
						out = RegisterBank[reg_A];
					end
					4'b0001:  
					begin
						RegisterBank[reg_A] = {reg_B,imediate};
						Done = 1'b1;
						contentA = RegisterBank[reg_A];
						out = RegisterBank[reg_A];
					end
					4'b0010:  
					begin
						tmpreg = RegisterBank[reg_A];
					end
					4'b0011:  
					begin
						tmpreg = RegisterBank[reg_A];
					end
					4'b0100:  
					begin
						RegisterBank[reg_A] = RegisterBank[reg_A] & RegisterBank[reg_B];
						Done = 1'b1;
						out = RegisterBank[reg_A];
						contentA = RegisterBank[reg_A];
					end
					4'b0101:  
					begin
						if (RegisterBank[reg_A] < RegisterBank[reg_B])
							RegisterBank[reg_A] = 1;
						else 
							RegisterBank[reg_A] = 0;
						Done = 1'b1;
						out = RegisterBank[reg_A];
						contentA = RegisterBank[reg_A];
					end
					4'b0110:  
					begin
						RegisterBank[reg_A] = RegisterBank[reg_A] << RegisterBank[reg_B];
						Done = 1'b1;
						out = RegisterBank[reg_A];
						contentA = RegisterBank[reg_A];
					end
					4'b0111:  
					begin
						RegisterBank[reg_A] = RegisterBank[reg_A] >> RegisterBank[reg_B];
						Done = 1'b1;
						out = RegisterBank[reg_A];
						contentA = RegisterBank[reg_A];
					end
					4'b1000:  
					begin
						if (Gtmp != 0) begin
							RegisterBank[reg_A] = RegisterBank[reg_B];
						end
						contentA = RegisterBank[reg_A];
						Done = 1'b1;
					end
					4'b1001:  
					begin
						tmpreg = RegisterBank[reg_B];
					end
					4'b1010:  
					begin
						tmpreg = RegisterBank[reg_A];
					end
				endcase
				end
				2'b10: begin 
				stage = 4'b0010;
				case (instructionIndex)
					4'b0010:  
					begin
						Gtmp = tmpreg + RegisterBank[reg_B];
					end
					4'b0011: 
					begin
						Gtmp = tmpreg - RegisterBank[reg_B];
					end
					4'b1001:  
					begin
						RegisterBank[reg_A] = DataMemory[tmpreg];
						Done = 1'b1;
						out = RegisterBank[reg_A];
						contentA = RegisterBank[reg_A];
					end
					4'b1010:  
					begin
						DataMemory[RegisterBank[reg_B]] = tmpreg;
						Done = 1'b1;
						out = RegisterBank[reg_A];
						memoryB = tmpreg;
					end
				endcase
				end
				2'b11: begin 
				stage = 4'b0001;
				case (instructionIndex)
					4'b0010: 
					begin
						RegisterBank[reg_A] = Gtmp;
						Done = 1'b1;
						contentA = RegisterBank[reg_A];
						out = RegisterBank[reg_A];
					end
					4'b0011: 
					begin
						RegisterBank[reg_A] = Gtmp;
						Done = 1'b1;
						contentA = RegisterBank[reg_A];
						out = RegisterBank[reg_A];
					end
				endcase
				end
			endcase
			curr_stage = curr_stage + 1'b1;
		end
	end	
endmodule
module processor(SW,LEDR,LEDG,HEX4,HEX7,HEX5,HEX6,HEX1,HEX2,HEX3,HEX0);
	input [17:0]SW;
	output [17:0]LEDR;
	output [8:0]LEDG;
	output [6:0]HEX1;
	output [6:0]HEX2;
	output [6:0]HEX3;
	output [6:0]HEX0;
	output [6:0]HEX6;
	output [6:0]HEX7;
	output [6:0]HEX4;
	output [6:0]HEX5;
	wire Done;
	wire [3:0]stage;
	wire [2:0]reg_A;
	wire [2:0]reg_B;
	wire [15:0]contentA;
	wire [15:0]contentB;
	wire [15:0]Gout;
	wire [15:0]memoryB;
	wire [1:0]curr_stage;
	wire [15:0]out;
	proc pro(SW[17],1'b0,1'b1,SW[16:1],Done,reg_A,reg_B,contentA,contentB,memoryB,Gout,curr_stage,stage,out);
	assign LEDG[8] = Done;
	assign LEDR[3] = stage[3];
	assign LEDR[2] = stage[2];
	assign LEDR[1] = stage[1];
	assign LEDR[0] = stage[0];
	display resul(out[3],out[2],out[1],out[0],HEX0[0],HEX0[1],HEX0[2],HEX0[3],HEX0[4],HEX0[5],HEX0[6]);
	display rega(1'b0,reg_A[2],reg_A[1],reg_A[0],HEX7[0],HEX7[1],HEX7[2],HEX7[3],HEX7[4],HEX7[5],HEX7[6]);
	display regb(1'b0,reg_B[2],reg_B[1],reg_B[0],HEX6[0],HEX6[1],HEX6[2],HEX6[3],HEX6[4],HEX6[5],HEX6[6]);
	display content_a(contentA[3],contentA[2],contentA[1],contentA[0],HEX5[0],HEX5[1],HEX5[2],HEX5[3],HEX5[4],HEX5[5],HEX5[6]);
	display content_b(contentB[3],contentB[2],contentB[1],contentB[0],HEX4[0],HEX4[1],HEX4[2],HEX4[3],HEX4[4],HEX4[5],HEX4[6]);
	display memory_b(memoryB[3],memoryB[2],memoryB[1],memoryB[0],HEX2[0],HEX2[1],HEX2[2],HEX2[3],HEX2[4],HEX2[5],HEX2[6]);
	display out_G(Gout[3],Gout[2],Gout[1],Gout[0],HEX3[0],HEX3[1],HEX3[2],HEX3[3],HEX3[4],HEX3[5],HEX3[6]);
	hifen hif(HEX1[0],HEX1[1],HEX1[2],HEX1[3],HEX1[4],HEX1[5],HEX1[6]);
endmodule 
--- ./run.sh ---
#!/bin/bash
# OpenROAD 26Q1-2900-gdf79404cd8, Yosys 0.63+post, stock flow scripts
make -C /OpenROAD-flow-scripts/flow DESIGN_CONFIG=/design/flow/config.mk WORK_HOME=/design/flow/orfs finish
==> metrics.cfg <==
[clocking]
path_clk_slew_ns = 0.05
clkSinkCount = 327
clock_path_buffers = 3
cts_max_level = 2
insertion_delay_ns = 0.45
post_cts_resized = 0
numCtsBuffers = 40
tritoncts = yes
hold_buffers = 0
root_buffer = clkbuf_16
postCtsSetupBuffers = 0

[critical_path]
required_ns = 10.48
critPathBufInv = 4
crit_path_end_kind = primary output
critPathMaxStageDelay_ns = 0.88
crit_path_frequent_cell = buf_4
endpoint = HEX7[1]
path_max_fanout = 44
reg2reg_from = pro.reg_B[1]$_DFFE_PP_
worst_ep_arrival_time_ns = 3.50
startpoint = pro.reg_A[0]$_DFFE_PP_
r2r_cells = 20
path_depth = 6
rrSetupSlack_ns = 7.29
start_kind = register
critical_path_class = reg -> out
cp_top_family = buffers and inverters
path_cells = buf_4, inv_1, nand3_1, buf_4, nand2_1, clkdlybuf4s50_1
rr_endpoint = pro.Gtmp[15]$_DFFE_PP_
critPathSlowestCell = edfxtp_1

[pwr]
peakVddDrop_uv = 108
leakagePower_nw = 8.47
power_density_nw_per_um2 = 78.4

[sta]
relSlewSlack_pct = 36.7
tns_ns = 0
finalSetupViolations = 0
timing.fmax_mhz = 163
finalHoldViolCount = 0
rsz0062_at_grt = false
finalCritPeriodShare_pct = 46.7
min_period_ns = 6.12
tightest_slew_ns = 0.943
skew_ns = 0.0114
drv_slew = 0

[floorplanning]
core_area_um2 = 49000
floorplan.core_util_pct = 50.6
die_w_um = 225
die_area_um2 = 50500
ios = 101
rows = 81
die_h_um = 225

[flow_run]
drv_cap = 0
warnings = 730

[final_layout]
area_delta_synth_final_pct = 8.86
fin_cells = 3381
utilization_pct = 55.1
layout-drive-gt1-share_pct = 11.6
fill_cells = 4261

[detailed_routing]
wl_um = 97400
antenna_cells = 0
drc = 0
drtIter0Drc = 2312
via_count = 23069
wl_per_cell_um = 28.8
viasPerCell = 6.82
drt-pass1-iter-count = 6
antenna_left = 0

[yosys]
edf_count = 316
ys_cells = 2764
avgSynthCellArea_um2 = 8.96
syn_inst = 2764
synth.top_cell.area_share_pct = 38.3
yosys-stat-area_um2 = 24800
yosysTopAreaCell = edfxtp_1
ys_seq_elements = 327
top_cell = edfxtp_1
synth_cell_types = 104
top_cells_by_area = edfxtp_1, o21ai_0, a21oi_1, mux2i_1, nand2_1
ys_async_sr_fraction_pct = 0
ys_warn_count = 25
netlist_top_cells_count = edfxtp_1, nand2_1, o21ai_0
ys_seq_share_pct = 39.2
flop_cell = edfxtp_1
synth.cell_area_um2 = 24800

[place]
place_inst = 3307
hpwl_um = 68300
gp_congestion = 1.05
port-buffer-count = 54

[min_path]
hold_path_class = reg -> reg
holdPathStages = 1

[global_route]
antenna_found_initial = 4
grt_pass1_wl_um = 143000
grtUsageTotal_pct = 40.9
overflow = 0
grt_max_degree = 56
grt_pass1_vias = 22099

[run_status]
outcome = complete, no violations

==> layer usage <==
metal	wire [um]	GRT usage (%)	up-vias
met3	11700	14.7	322
met4	5120	17.1	8
met1	37600	58.2	10954
met5	111	1.47	-
met2	42900	58.9	1500
li1	-	-	10285
==> logic make-up after synthesis <==
kind of cell               after synthesis  share of synthesized area, %
buffers and inverters                  402                          7.74
DFF                                    327                          39.2
muxes                                  150                          7.04
and+or+nand+nor                        793                          14.9
xor gates and xnor gates                33                          1.17
AOI/OAI and AO/OA                      993                          26.7
other                                    2                        0.0303
adders and majority gates               64                          3.26
==> worst min path at each step <==
stage                          from                   endpoint  slack (ns)
6_report  pro.curr_stage[0]$_DFF_P_  pro.curr_stage[0]$_DFF_P_        0.46
4_1_cts   pro.curr_stage[0]$_DFF_P_  pro.curr_stage[0]$_DFF_P_        0.47
5_1_grt   pro.curr_stage[0]$_DFF_P_  pro.curr_stage[0]$_DFF_P_        0.51
==> cell usage in the layout (no fill, tap or decap), drive strengths merged, types with 12 or more instances in the layout <==
master | Yosys | final
mux2 | 41 | 41
o32ai | 13 | 13
o2bb2ai | 12 | 12
mux4 | 15 | 15
a22oi | 28 | 28
nand2b | 31 | 31
edfxtp | 316 | 316
a31oi | 45 | 45
and3 | 12 | 12
o31ai | 13 | 13
nand2 | 242 | 242
or3 | 24 | 24
o21ai | 246 | 246
o221ai | 26 | 26
nor3 | 53 | 53
a21oi | 218 | 218
clkdlybuf4s50 | 0 | 54
a21o | 20 | 20
a22o | 22 | 22
mux2i | 94 | 94
or2 | 13 | 13
nor2b | 28 | 28
a221oi | 39 | 39
a211oi | 26 | 26
clkinv | 2 | 21
o211ai | 51 | 51
xnor2 | 26 | 26
buf | 144 | 108
inv | 90 | 93
nand3 | 107 | 107
clkbuf | 166 | 44
and2 | 14 | 14
a221o | 12 | 12
ha | 63 | 63
o22ai | 89 | 89
nor2 | 229 | 229
conb | 2 | 29
==> report_power, final <==
part	internal, W	switching (W)	total [W]	leakage [nW]
sequential	0.00113	0	0.00113	3.77
clock	0.000700	0.000283	0.000983	0.681
combinational	0	0.000000215	0.000000219	4.03
==> state kept, by name, summed over array words and instances, names as in the netlist, 16 cells and up <==
register,flops
pro.RegisterBank,128
pro.DataMemory,128
pro.tmpreg,16
pro.Gtmp,16
==> worst reg2reg max path: stages, from the launching register on <==
cell,delay [ns]
edfxtp_1,0.33
buf_4,0.50
nor2b_1,0.26
o2bb2ai_1,0.18
a221oi_1,0.31
nor2_2,0.05
buf_4,0.23
inv_1,0.66
buf_4,0.43
nand2_1,0.14
or3_1,0.41
o31ai_1,0.27
xnor2_1,0.11
ha_1,0.36
nand3_1,0.09
a211oi_1,0.28
nor2_1,0.10
a211o_1,0.30
o21ai_0,0.28
a31oi_1,0.15
xnor2_1,0.14
==> stage by stage <==
step                worst slack, ns  total power, W  instance area [um^2]  hold slack, ns
global placement               7.49         0.00115                 25600           0.449
detailed placement             7.42         0.00115                 25600           0.456
floorplan                      7.13         0.00116                 24900           0.426
CTS                            6.89         0.00231                 27000           0.470
finish                         6.98         0.00211                 27000           0.465
global route                   6.68         0.00235                 27000           0.508
==> layout make-up <==
cell class	count	area (um^2)	share of cell area (%)
sequential	327	9710	36.0
clock buffer	44	1060	3.92
timing repair buffer	162	1350	5.01
inverter	92	345	1.28
multi-input combinational	2062	13400	49.5
tap	664	831	3.08
clock inverter	30	325	1.21
Power and IR drop assume default switching activity.
